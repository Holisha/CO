==> ./run.sh <==
#!/bin/bash
# OpenROAD 26Q1-2900-gdf79404cd8, Yosys 0.63+post, stock flow scripts
make -C /OpenROAD-flow-scripts/flow DESIGN_CONFIG=/design/flow/config.mk WORK_HOME=/design/flow/orfs finish
==> ./config.mk <==
export PLATFORM = sky130hd
export DESIGN_NAME = top
export DESIGN_NICKNAME = top
export VERILOG_FILES = /design/flow/design.v
export SDC_FILE = /design/flow/constraint.sdc
export NUM_CORES = 4
export LEC_CHECK = 1
export CORE_AREA = 10 10 114 114
export DIE_AREA = 0 0 124 124
==> ./constraint.sdc <==
current_design top

set clk_period 3.2
set clk_io_pct 0.2

create_clock -name clk0 -period $clk_period [get_ports {clk}]

set non_clock_inputs [all_inputs -no_clocks]
set_input_delay [expr $clk_period * $clk_io_pct] -clock clk0 $non_clock_inputs
set_output_delay [expr $clk_period * $clk_io_pct] -clock clk0 [all_outputs]
==> ./design.v <==
`timescale 1ns / 1ps
module top(
    clk, 
	rst,
	result1,
	result2,
    AN,
    A,
    B,
    C,
    D,
    E,
    F,
    G
);
input clk, rst;
input [31:0] result1, result2;
output A, B, C, D, E, F, G;
output reg [7:0] AN;
reg [20:0] counter;
reg [2:0] state;
reg [6:0] seg_number,seg_data;
reg [12:0] answer_number1, answer_number2;
always@(posedge clk)begin
	if(rst) begin
		answer_number1 <= 13'd0;
		answer_number2 <= 13'd0;
	end
	else begin
		  answer_number1 <= result1[12:0];
		  answer_number2 <= result2[12:0];
	end
end
always@(posedge clk) begin
  counter <= (counter<=100000) ? (counter + 1) : 0;
  state   <= (counter==100000) ? (state + 1)  : state;
	case(state)
		0:begin
			seg_number <= answer_number1/1000;
			AN <= 8'b0111_1111;
		end
		1:begin
			seg_number <= (answer_number1/100)%10;
			AN <= 8'b1011_1111;
		end
		2:begin
			seg_number <= (answer_number1/10)%10;
			AN <= 8'b1101_1111;
		end
		3:begin
			seg_number <= answer_number1%10;
			AN <= 8'b1110_1111;
		end
		4:begin
			seg_number <= answer_number2/1000;
			AN <= 8'b1111_0111;
		end
		5:begin
			seg_number <= (answer_number2/100)%10;
			AN <= 8'b1111_1011;
		end
		6:begin
			seg_number <= (answer_number2/10)%10;
			AN <= 8'b1111_1101;
		end
		7:begin
			seg_number <= answer_number2%10;
			AN <= 8'b1111_1110;
		end
		default: state <= state;
	endcase 
end  
assign {G,F,E,D,C,B,A} = seg_data;
always@(posedge clk) begin  
  case(seg_number)
	16'd0:seg_data <= 7'b1000000;
	16'd1:seg_data <= 7'b1111001;
	16'd2:seg_data <= 7'b0100100;
	16'd3:seg_data <= 7'b0110000;
	16'd4:seg_data <= 7'b0011001;
	16'd5:seg_data <= 7'b0010010;
	16'd6:seg_data <= 7'b0000010;
	16'd7:seg_data <= 7'b1011000;
	16'd8:seg_data <= 7'b0000000;
	16'd9:seg_data <= 7'b0010000;
	default: seg_number <= seg_number;
  endcase
end
endmodule
==> flow_summary.json <==
{
  "ys_sh_mux_pct": 0,
  "synthAdderAreaFrac_pct": 7.26,
  "cts_buffers": 5,
  "grt_pass1_vias": 825,
  "antenna_found_initial": 0,
  "finalCritPeriodShare_pct": 61.4,
  "overflow": 0,
  "area_growth_pct": 22.6,
  "grt_usage_pct": 2.84,
  "synthesis.area_um2": 1380,
  "grt_pass1_wl_um": 3630,
  "yosys_warnings": 15,
  "drtAntennaViolNets": 0,
  "hold_viol_final": 0,
  "postCtsSetupRepairBufs": 0,
  "globalplace.congestion": 0.808,
  "fin_worst_skew_ns": 0.00338,
  "drc": 0,
  "cp_data_arrival_time_ns": 1.88,
  "die_area_um2": 15400,
  "p_sw_share_pct": 18.0,
  "timing.max_slew.rel_slack_pct": 57.7,
  "xor_area_share_pct": 7.62,
  "power_density_nw_per_um2": 475,
  "aoi_share_pct": 4.08,
  "final.setup.tns_ns": 0,
  "dieHeight_um": 124,
  "openroad.warnings": 95,
  "irDropWorstVdd_mv": 0.156,
  "power_frac_seq_pct": 50.8,
  "path_clk_slew_ns": 0.06,
  "rows": 37,
  "fin_crit_ns": 1.96,
  "clockPowerShare_pct": 48.7,
  "drt_iter0_drc": 48,
  "synth_cell_types": 34,
  "diodes": 0,
  "drive_gt1_share_pct": 5.88,
  "status": "completed",
  "cts_sinks": 32,
  "firstDrtPassIters": 4,
  "ys_cells": 139,
  "synthCells": 139,
  "ff_type": "dfxtp_1",
  "routedWlPerCell_um": 7.93,
  "portBuffers": 8,
  "final-setup-viol-count": 0,
  "cts_tree": "yes",
  "hp-class": "reg -> reg",
  "ys_sh_simple_pct": 23.2,
  "edf_count": 3,
  "ys_seq_share_pct": 48.6,
  "routed_wl_um": 2290,
  "die_x_um": 124,
  "worstMarginPinSlew_ns": 0.629,
  "async_reset_ff_share_pct": 0,
  "cts_max_path_buffers": 2,
  "worstSkewPairLatency_ns": 0.28,
  "fmax_mhz": 509,
  "avgSynthCellArea_um2": 9.92,
  "min_from": "counter[0]",
  "worst-path-max-fanout": 5,
  "crit_required_ns": 3.11,
  "core-area_um2": 10400,
  "crit_path_end_kind": "register",
  "h-tree-depth": 2,
  "ctsRootBufferMaster": "clkbuf_8",
  "crit_type": "reg -> reg",
  "ctsResizeCount": 0,
  "synth_top_area_share_pct": 42.1,
  "rsz0062_at_grt": "no",
  "num_io_pins": 81,
  "maxSlewViolCount": 0,
  "switchingPower_uw": 145,
  "hold_ws_ns": 0.474,
  "logic_family": "simple AND/OR/NAND/NOR gates",
  "final.fill_count": 1153,
  "p_leak_nw": 0.571,
  "cts_hold_buf": 0,
  "reg2reg_from": "counter[0]",
  "dp_hpwl_um": 1620,
  "p_comb_share_pct": 0.5,
  "grt_max_degree": 18,
  "vias": 936,
  "drv_cap": 0,
  "worstSetupStartpoint": "counter[0]",
  "yosysTopAreaCell": "dfxtp_1",
  "cellInternalPower_uw": 658,
  "ys_area_um2": 1380,
  "ys.flops": 32,
  "final_cell_mix": "dfxtp_1, nor2_1, conb_1",
  "core_util_floorplan_pct": 13.2,
  "mostFrequentLayoutCell": "dfxtp_1",
  "vias_per_cell": 3.24,
  "topCellsByArea": "dfxtp_1, ha_1, edfxtp_1",
  "start_kind": "register"
}
==> layout make-up <==
cell class	instances	area [µm²]	share of cell area (%)
clock buffers	6	82.6	4.89
clock inverters	2	33.8	2.00
inverters	8	30.0	1.78
multi-input cells	97	623	36.9
flip-flops and latches	32	671	39.7
well taps	136	170	10.1
repair buffers	8	80.1	4.74
==> metrics by stage <==
| stage | util (%) | instances | setup slack (ns) | instance area [µm²] | power [mW] |
|---|---|---|---|---|---|
| 5_1_grt | 16.2 | 289 | 1.04 | 1690 | 0.830 |
| 3_3_place_gp | 15.1 | 281 | 1.25 | 1570 | 0.421 |
| 2_1_floorplan | - | 149 | 1.52 | 1420 | 0.427 |
| 3_5_place_dp | 15.1 | 281 | 1.28 | 1570 | 0.421 |
| 4_1_cts | 16.2 | 289 | 1.25 | 1690 | 0.814 |
| 6_report | 16.2 | 289 | 1.24 | 1690 | 0.803 |
==> critical path, cell delays in order (launching register included) <==
cell     delay, ns
dfxtp_1       0.34
inv_1         0.07
ha_1          0.13
nor4b_1       0.24
nand4_1       0.20
nor4_1        0.62
==> worst paths after layout <==
| path | to | slack (ns) | cells past startpoint |
|---|---|---|---|
| worst max register to register | state[2] | 1.24 | 5 |
| worst min-delay path | counter[0] | 0.47 | 1 |
| worst max-delay path | state[2] | 1.24 | 5 |
| worst min register to register | counter[0] | 0.47 | 1 |
==> cells by family (layout without fill, tap and decap cells) <==
family	after synthesis	count (layout)
flops	32	32
buf+inv	20	24
other cells	1	11
simple gates	57	57
xor+xnor	12	12
compound gates	9	9
fa+ha+maj	8	8
==> power by group through the flow <==
stage     Clock [mW]  Sequential (mW)  Combinational [mW]
4_1_cts        0.402            0.407             0.00478
5_1_grt        0.418            0.407             0.00552
6_report       0.391            0.407             0.00432
==> Yosys cell counts, types with 3 or more instances <==
library cell,instances
ha_1,8
a21oi_1,3
xor2_1,7
xnor2_1,5
nor2_1,15
or3_1,5
inv_1,8
buf_4,7
nor4_1,3
or4_1,3
nand4_1,8
nand3_1,4
dfxtp_1,29
nand2_1,8
edfxtp_1,3
==> sequential cells by signal, indices dropped and copies added (netlist names) <==
register / flops
AN: 8
counter: 21
state: 3
==> per-layer routing <==
| layer | vias to the layer above | routed length [µm] | track usage, % |
|---|---|---|---|
| met5 | - | 0 | 0 |
| met4 | 0 | 8 | 0.432 |
| met3 | 2 | 223 | 1.52 |
| met2 | 18 | 980 | 4.37 |
| met1 | 429 | 1080 | 3.55 |
| li1 | 487 | - | - |
Power and IR drop assume default switching activity.
